File: flow/run.sh
#!/bin/bash
# OpenROAD 26Q1-2900-gdf79404cd8, Yosys 0.63+post, stock flow scripts
make -C /OpenROAD-flow-scripts/flow DESIGN_CONFIG=/design/flow/config.mk WORK_HOME=/design/flow/orfs finish
File: flow/config.mk
export PLATFORM = sky130hd
export DESIGN_NAME = FwdU
export DESIGN_NICKNAME = FwdU
export VERILOG_FILES = /design/flow/design.v
export SDC_FILE = /design/flow/constraint.sdc
export NUM_CORES = 4
export LEC_CHECK = 1
export CORE_AREA = 10 10 70 70
export DIE_AREA = 0 0 80 80
File: flow/constraint.sdc
current_design FwdU

set clk_period 2.2
set clk_io_pct 0.2

create_clock -name clk0 -period $clk_period

set non_clock_inputs [all_inputs -no_clocks]
set_input_delay [expr $clk_period * $clk_io_pct] -clock clk0 $non_clock_inputs
set_output_delay [expr $clk_period * $clk_io_pct] -clock clk0 [all_outputs]
File: flow/design.v
module FwdU(Aslc, Bslc, RDst1, RDst2, WB1, WB2, Rs, Rt);
	output reg [1:0] Aslc, Bslc;
	input WB1, WB2;
	input [4:0] RDst1, RDst2, Rs, Rt;
	assign Aslc = WB1&(Rs == RDst1) ? 2'b01: WB2&(Rs == RDst2) ? 2'b10: 2'b00;
	assign Bslc = WB1&(Rt == RDst1) ? 2'b01: WB2&(Rt == RDst2) ? 2'b10: 2'b00;
endmodule
==> flow_metrics.py <==
# Metrics from the implementation run
metrics = {
    "status": {
        "status": "finished clean",
    },
    "finish": {
        "lay_top_cells": "11 x xnor2_1, 8 x clkdlybuf4s50_1, 7 x xor2_1, 5 x dlygate4sd2_1",
        "drive_above_1_share": 0.224,
        "area_growth_pct": 127,
        "regArea_um2": 0,
        "fin_util": 0.166,
        "n_clock_buffer": 0,
        "flops": 0,
        "layout.cells.most_common": "xnor2_1",
    },
    "floorplanning": {
        "num_rows": 21,
        "core_mm2": 0.00342,
        "fp.dieH_um": 80,
        "die_width_um": 80,
        "fp_util": 0.0733,
        "boundaryPins": 26,
        "fp.dieArea_mm2": 0.00640,
    },
    "worst_setup_path": {
        "required_ps": 1760,
        "critPathCaptureType": "primary output",
        "cpMaxStageDelayCell": "clkdlybuf4s50_1",
        "critical_path_class": "input port to primary output",
        "crit_chain": "clkdlybuf4s50_1, xnor2_1, nand4_1, a311oi_1, dlygate4sd2_1",
        "crit_fanout": 2,
        "crit_buf_inv": 2,
        "cp.arrival_ps": 1700,
        "cpPeakStageDelay_ps": 520,
        "worstSetupStartpointType": "input port",
        "cp_num_cells": 5,
        "path_delay_family": "buffers and inverters",
    },
    "run": {
        "drv_cap": 0,
        "warning_count": 32,
    },
    "final_timing": {
        "period_used_share": 0.971,
        "tns_ps": 0,
        "max_freq_mhz": 468,
        "finalMaxSlewViolations": 0,
        "period_minus_slack_ps": 2140,
        "rsz0062_at_grt": "no",
        "final-hold-violation-count": 0,
        "worst_slew_pin_slew_ps": 266,
        "slew_headroom": 0.821,
        "setup_viol": 0,
        "setup_slack_ps": 64.9,
    },
    "hold_path": {
        "hold_depth": 5,
        "hp-class": "input port to primary output",
    },
    "yosys": {
        "netlist_area_um2": 250,
        "synthCells": 30,
        "synthDistinctLibCells": 7,
        "ys_cells": 30,
        "ys_area_um2": 250,
        "mux_area_frac": 0,
        "simple_gate_share": 0.230,
        "yosysWarnings": 2,
        "syn_avg_cell_area_um2": 8.34,
        "synth.logic.top_family": "XOR/XNOR gates",
        "xor_share": 0.700,
        "compound_area_frac": 0.0700,
        "ys_seq_frac": 0,
        "ys_sh_adder": 0,
    },
    "routing": {
        "wl_um": 1150,
        "antenna_left": 0,
        "drt_first_pass_iters": 2,
        "post-route-drc-count": 0,
        "post_drt_wl_per_cell_um": 11.0,
        "num_vias": 310,
        "viasPerCell": 2.98,
        "n_antenna_cell": 0,
        "drt_iter0_markers": 11,
    },
    "place": {
        "gp_congestion": 0.821,
        "place_worst_setup_slack_ps": -320,
        "numPortBuffers": 26,
    },
    "power_and_ir_drop": {
        "p_leak_nw": 0.235,
        "ir_drop_v": 0.0000498,
        "power.total_uw": 91.0,
        "power.density_mw_per_mm2": 160,
    },
    "clock_tree": {
        "cts_hold_buf": 0,
    },
    "global_route": {
        "grt_antenna_before_repair": 0,
        "grt_pass1_vias": 321,
        "grt.overflow.total": 0,
        "grt_max_degree": 5,
        "grt_pass1_wl_um": 1630,
        "grt_use_total": 0.0326,
    },
}
-- cells in the mapped netlist --
| library cell | number | share of area |
|---|---|---|
| a311oi_1 | 2 | 0.070 |
| nand4_1 | 2 | 0.050 |
| and3_1 | 2 | 0.050 |
| nor4_2 | 2 | 0.10 |
| xnor2_1 | 12 | 0.42 |
| xor2_1 | 8 | 0.28 |
| nand2_1 | 2 | 0.030 |
-- routing by layer --
metal	GRT usage	up-vias	routed length [um]
met5	0	-	0
met2	0.0369	19	371
met3	0.0239	0	194
met4	0	0	0
met1	0.0488	130	581
li1	-	161	-
-- final cells by class --
class	instances	area, um2
Multi-Input combinational cell	30	265
Timing Repair Buffer	28	245
Fill cell	396	2850
Tap cell	46	57.6
-- cell families after synthesis --
group / Yosys count
AND/OR/NAND/NOR: 8
AND-OR/OR-AND: 2
XOR/XNOR: 20
-- worst paths after layout --
check / start / to / slack, ps
setup / recovery: RDst2[3] / Aslc[1] / 60
hold / removal: Rt[2] / Bslc[1] / 1420
-- power by group --
part           total [mW]  internal, mW  switching (mW)  leakage (nW)
sequential              0             0               0             0
clock                   0             0               0             0
combinational      0.0910        0.0537          0.0373         0.235
total              0.0910        0.0537          0.0373         0.235
-- worst min-delay path, stage by stage --
cell and delay (ps):
buf_2 100, xnor2_1 70, nand4_1 90, a311oi_1 40, dlygate4sd2_1 250
-- repair_timing --
action / 4_1_cts / 5_1_grt
setup endpoints to repair: 4 / 3
setup buffers: 0 / 0
pin swaps: 9 / 6
gates cloned: 0 / 0
resized: 33 / 9
-- per-stage QoR --
step | hold WS (ps) | instances | instance area, um2
6_report | 1420 | 104 | 568
5_1_grt | 1460 | 104 | 568
4_1_cts | 1430 | 104 | 576
3_5_place_dp | 1810 | 104 | 583
3_3_place_gp | 1820 | 104 | 583
2_1_floorplan | 916 | 30 | 250
Power figures rest on the tool's default switching activity, not on a simulated workload.
