**./config.mk**
```make
export PLATFORM = sky130hd
export DESIGN_NAME = Divider
export DESIGN_NICKNAME = Divider
export VERILOG_FILES = /design/flow/design.v
export SDC_FILE = /design/flow/constraint.sdc
export NUM_CORES = 4
export LEC_CHECK = 1
export CORE_UTILIZATION = 40
```
**./run.sh**
```bash
#!/bin/bash
# OpenROAD 26Q1-2900-gdf79404cd8, Yosys 0.63+post, stock flow scripts
make -C /OpenROAD-flow-scripts/flow DESIGN_CONFIG=/design/flow/config.mk WORK_HOME=/design/flow/orfs finish
```
**./constraint.sdc**
```tcl
current_design Divider

set clk_period 4.1
set clk_io_pct 0.2

create_clock -name clk0 -period $clk_period [get_ports {clk}]

set non_clock_inputs [all_inputs -no_clocks]
set_input_delay [expr $clk_period * $clk_io_pct] -clock clk0 $non_clock_inputs
set_output_delay [expr $clk_period * $clk_io_pct] -clock clk0 [all_outputs]
```
**./design.v**
```verilog
module CPA(Sum,Cout,Ain,Bin,Cin,en,clk,rst);
	parameter N = 8;		 
	output reg [N-1:0]Sum;	 
	output reg Cout;		 
	input [N-1:0]Ain,Bin;	 
	input Cin;				 
	input en;				 
	input clk,rst;			 
	always @(posedge clk, posedge rst)
	begin
		if(rst)
			{Cout,Sum} <= 0;
		else if(en)
			{Cout,Sum} <=  Ain + Bin + Cin;
		else
			{Cout,Sum} <= {Cout,Sum};
	end
endmodule
module DivCU(Ready,ldAslc,ldBslc,ldAen,ldBen,ldCen,Shiften,Signslc,Adden,Res,Start,ASign,clk,rst);
	parameter N = 6;
	output reg Ready;
	output reg ldAslc, ldBslc;
	output reg ldAen, ldBen, ldCen;
	output reg Shiften, Signslc, Adden;
	output reg Res;
	input Start, ASign;
	input clk, rst;
	reg [3:0]Counter, ps, ns;
	reg Cnten, Cntout, set;
	parameter [3:0]Init0 = 4'b0000, Init1 = 4'b0001, Begin = 4'b0010, SHL = 4'b0011, Sub = 4'b0100, Load1 = 4'b0101, Check1 = 4'b0110,
				Add = 4'b0111, Load2 = 4'b1000, Check2 = 4'b1001, Finish = 4'b1010;
	always @(ps,Start,ASign,Cntout)
	begin
		case(ps)
			Init0 : ns = Start ? Init1:Init0;
			Init1 : ns = Start ? Init1:Begin;
			Begin : ns = SHL;
			SHL   : ns = Sub;
			Sub	  : ns = Load1;
			Load1 : ns = Check1;
			Check1: ns = ASign ? Add:Cntout ? Finish:SHL;
			Add   : ns = Load2;
			Load2 : ns = Check2;
			Check2: ns = Cntout ? Finish:SHL;
			Finish: ns = Start ? Init1:Finish;
			default:ns = Init0;
		endcase
	end
	always @(posedge clk, posedge rst)
	begin
		if(rst)
			ps <= Init0;
		else
			ps <= ns;
	end
	always @(posedge clk, posedge rst)
	begin
		if(rst)
			Counter <= 4'b0000;
		else if(set)
			Counter <= (~N);
		else if(Cnten)
			Counter <= Counter + 1;
		else
			Counter <= Counter;
	end
	always @(ps)
	begin
		Ready = (ps==Finish) ? 1'b1:1'b0;
		ldAslc = (ps==Begin) ? 1'b0:1'b1;
		ldBslc = (ps==Begin) ? 1'b0:1'b1;
		ldAen = (ps==Begin) ? 1'b1:(ps==Load1) ? 1'b1:(ps==Load2) ? 1'b1:1'b0;
		ldBen = (ps==Begin) ? 1'b1:(ps==Check1) ? 1'b1:1'b0;
		ldCen = (ps==Begin) ? 1'b1:1'b0;
		Adden = (ps==Sub) ? 1'b1:(ps==Add) ? 1'b1:1'b0;
		Cnten = (ps==SHL) ? 1'b1:1'b0;
		Shiften = (ps==SHL) ? 1'b1:1'b0;
		Signslc = ~ASign;
		Res = ~ASign;
		set = (ps==Begin) ? 1'b1:1'b0;
	end
	assign Cntout = &Counter;
endmodule
module DivDP(ASign,R,Q,Dividend,Divisor,ldAslc,ldBslc,ldAen,ldBen,ldCen,Signslc,Shiften,Adden,Res,clk,rst);
	parameter N = 6;
	output reg ASign;
	output reg [N-1:0]R, Q;
	input [(2*N)-1:0]Dividend;
	input [N-1:0]Divisor;
	input ldAslc, ldBslc;
	input ldAen, ldBen, ldCen;
	input Signslc, Shiften, Adden, Res;
	input clk, rst;
	wire [N:0]A, Sum, R1;
	wire [N-1:0]B, C, R2, Cp;
	MUX #(N+1) M1(R1, {1'b0,Dividend[(2*N)-1:N]}, Sum, ldAslc);
	MUX #(N) M2(R2, Dividend[N-1:0], {B[N-1:1],Res}, ldBslc);
	LSR #(N+1) AR(A, R1, B[N-1], Shiften, ldAen, clk, rst);
	LSR #(N) BR(B, R2, 1'b0, Shiften, ldBen, clk, rst);
	LSR #(N) CR(C, Divisor, 1'b0, 1'b0, ldCen, clk, rst);
	cmp1 #(N) CMP(Cp, C, Signslc);
	CPA #(N+1) Adder(Sum, , A, {Cp[N-1],Cp}, Signslc, Adden, clk, rst);
	assign ASign = A[N];
	assign R = A[N-1:0];
	assign Q = B[N-1:0];
endmodule
module Divider(Ready,R,Q,Start,Dividend,Divisor,clk,rst);
	parameter N = 6;
	output [N-1:0]R,Q;
	output Ready;
	input [(2*N)-1:0]Dividend;
	input [N-1:0]Divisor;
	input Start;
	input clk, rst;
	wire ASign,ldAslc,ldBslc,ldAen,ldBen,ldCen,Signslc,Shiften,Adden,Res;
	DivDP #(N) DP(ASign,R,Q,Dividend,Divisor,ldAslc,ldBslc,ldAen,ldBen,ldCen,Signslc,Shiften,Adden,Res,clk,rst);
	DivCU #(N) CU(Ready,ldAslc,ldBslc,ldAen,ldBen,ldCen,Shiften,Signslc,Adden,Res,Start,ASign,clk,rst);
endmodule
module LSR(PO,PI,SerIn,Shift,Load,clk,rst);
	parameter N = 8;		 
	output reg [N-1:0]PO;	 
	input [N-1:0]PI;		 
	input SerIn;			 
	input Shift, Load;		 
	input clk, rst;			 
	always @(posedge clk, posedge rst)
	begin
		if(rst)
			PO <= 0;
		else if(Load)
			PO <= PI;
		else if(Shift)
			PO <= {PO[N-2:0],SerIn};
		else
			PO <= PO;
	end
endmodule
module MUX(Wout,Ain,Bin,Slc);
	parameter N = 8;		 
	output reg [N-1:0]Wout;	 
	input [N-1:0]Ain,Bin;	 
	input Slc;				 
	assign Wout = Slc ? Bin:Ain;
endmodule
module cmp1(Wout,Ain,ctrl);
	parameter N = 8;
	output reg [N-1:0]Wout;
	input [N-1:0]Ain;
	input ctrl;
	genvar i;
	generate
		for(i=0; i<N; i=i+1)
			assign Wout[i] = ctrl ^ Ain[i];
	endgenerate
endmodule
```
==> flow_summary.toml <==
# synthesis and place-and-route metrics
[finish]
layout_top_cells = "dfrtp_1 (40), clkdlybuf4s50_1 (33), nand2_1 (26)"
ff_latch_area_um2 = 1030
fillers = 431
layout_top_cell = "dfrtp_1"
comb_area_um2 = 938
syn_to_final_growth_pct = 25.3
drive_gt1_share_pct = 9.50

[detailed_routing]
drt_iter0_drc = 59
totalWireLength_um = 3990
wire_per_inst_um = 13.8
drc = 0
drt_first_pass_iters = 4
vias_per_cell = 5.00
vias = 1441
diodes = 0
antenna_left = 0

[place]
place_congestion = 0.866
pre_cts_slack_ns = 1.93
portBuffers = 33
hpwl_um = 2650

[final_timing]
worstMarginPinSlew_ns = 0.821
hold_viol_final = 0
fin_skew_ns = 0.00697
fin_ws_ns = 1.91
period_used_pct = 53.3
slew_headroom_pct = 45.0
finalMaxSlewViolations = 0
fmaxAchievable_mhz = 457
setup_violations = 0
rsz0062_at_grt = "no"
fin_setup_tns_ns = 0
finalCriticalPeriod_ns = 2.19

[yosys]
syn_avg_cell_area_um2 = 10.8
netlist_instances = 188
seq_area_frac_synth_pct = 50.7
async_reset_ff_share_pct = 100
yosys_warnings = 16
synth_flops = 41
netlist_area_um2 = 2020
ys_types = 41
ys_cells = 188
edf_count = 0
ff_type = "dfrtp_1"
yosys_area_um2 = 2020

[cts]
root_buffer = "clkbuf_8"
cts.clk_slew.worst_paths_ns = 0.08
clock_path_buffers = 2
hold_buffers = 0
cts_sinks = 41
numCtsBuffers = 5
ctsResizeCount = 0
cts_tree = "done"
cts_setup_buffers = 0
htreeDepth = 2
clk_latency_ns = 0.29

[grt]
grt_pass1_vias = 1430
grt_usage_pct = 17.0
grt_pass1_wl_um = 6820
grt_start_max_net_pins = 42
antenna_found_initial = 0
grt_overflow = 0

[power]
leakagePower_uw = 0.00107
ir_drop_mv = 0.370
power_density_nw_per_um2 = 836

[worst_setup_path]
end_kind = "flop"
cp_max_fo = 9
reg2reg_depth = 7
cp.arrival_ns = 2.39
crit_type = "reg2reg"
reg2reg_slack_ns = 1.91
cp.required_ns = 4.31
critPathLaunchType = "flop"

[floorplanning]
die_area_um2 = 5350
chipHeight_um = 73.1
core_um2 = 4790
io_pins = 34
rows = 25
fp_util_pct = 42.3
die_w_um = 73.1

[run]
maxCapViolCount = 0
warnings = 26

[hold_path]
min_path_cells = 0
hold_path.class = "reg2reg"

[run_status]
status = "finished, final reports clean"
critical path, stage by stage, from the launching register on:
cell      delay (ns)
dfrtp_1         0.56
nor2b_1         0.31
nor2_1          0.10
fa_1            0.43
a211oi_1        0.28
o21bai_1        0.13
mux2i_1         0.12
nor3_1          0.17
final timing paths:
path	start	to
worst max register to register	DP.AR.PO[6]	DP.Adder.Sum[6]
min in group asynchronous	rst	CU.Counter[0]
worst max-delay path	DP.AR.PO[6]	DP.Adder.Sum[6]
worst min register to register	CU.ps[8]	CU.ps[5]
max in group asynchronous	rst	CU.ps[0]
worst min-delay path	CU.ps[8]	CU.ps[5]
kinds of logic after synthesis:
group | share of synthesized area, %
buffers and inverters | 2.90
flip-flops | 50.7
AND-OR/OR-AND | 12.4
multiplexers | 10.3
XOR/XNOR | 4.76
AND/OR/NAND/NOR | 13.6
adder cells (fa/ha/maj) | 5.32
where the power goes:
group	internal, uW	total (uW)	switching (uW)
clock	242	378	136
sequential	578	743	165
combinational	522	999	477
total	1340	2120	779
final cells by class:
type,count,share of cell area (%)
flip-flops and latches,41,40.5
repair buffers,35,13.6
inverters,2,0.296
multi-input cells,135,37.0
clock buffers,5,2.71
well taps,67,3.31
clock inverters,3,2.57
flip-flops by register name, summed over array words and instances, names as in the netlist:
| name | flops |
|---|---|
| DP.BR.PO | 6 |
| CU.Counter | 4 |
| DP.Adder.Sum | 7 |
| DP.CR.PO | 6 |
| CU.ps | 11 |
| DP.AR.PO | 7 |
layer usage:
metal	global-route usage [%]	wire, um	up-vias	part of all wire, %
met4	1.96	52	0	1.3
met2	25.1	1770	37	44
met5	0	0	-	0
met1	27.3	1950	686	49
met3	4.06	211	5	5.3
li1	-	-	713	-
synth_stat cells, drive strengths merged (2+ instances only):
| cell type | n | area, um2 |
|---|---|---|
| o21ai | 25 | 125 |
| mux2 | 6 | 67.6 |
| mux2i | 14 | 140 |
| ha | 7 | 87.6 |
| a21o | 2 | 22.5 |
| dfrtp | 40 | 1000 |
| nor2 | 10 | 40.0 |
| nand2b | 4 | 25.0 |
| xor2 | 2 | 17.5 |
| inv | 2 | 7.51 |
| a211oi | 3 | 22.5 |
| nand2 | 26 | 97.6 |
| nand3b | 3 | 22.5 |
| buf | 4 | 28.8 |
| a21oi | 2 | 10.0 |
| nor2b | 5 | 31.3 |
| xnor2 | 9 | 78.8 |
| clkbuf | 6 | 22.5 |
metrics by stage:
stage	utilization (%)	cell area, um2	instances	hold WS [ns]	total power [uW]
floorplan	-	2020	188	0.354	1470
global placement	50.2	2400	280	0.362	1720
detailed placement	50.2	2400	280	0.364	1740
CTS	53.0	2540	288	0.383	2140
global route	53.0	2540	288	0.412	2320
finish	53.0	2540	288	0.380	2120
Power and IR drop assume default switching activity.
