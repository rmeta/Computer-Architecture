--- config.mk ---
export PLATFORM = sky130hd
export DESIGN_NAME = EQL
export DESIGN_NICKNAME = EQL
export VERILOG_FILES = /design/flow/design.v
export SDC_FILE = /design/flow/constraint.sdc
export NUM_CORES = 4
export LEC_CHECK = 1
export CORE_AREA = 10 10 70 70
export DIE_AREA = 0 0 80 80
--- constraint.sdc ---
current_design EQL

set clk_period 2.3
set clk_io_pct 0.2

create_clock -name clk0 -period $clk_period

set non_clock_inputs [all_inputs -no_clocks]
set_input_delay [expr $clk_period * $clk_io_pct] -clock clk0 $non_clock_inputs
set_output_delay [expr $clk_period * $clk_io_pct] -clock clk0 [all_outputs]
--- design.v ---
module EQL(Res, A, B, neq);
	output reg Res;
	input [31:0] A, B;
	input neq;
	assign Res = neq ? (A != B): (A ==B);
endmodule
--- run.sh ---
#!/bin/bash
# OpenROAD 26Q1-2900-gdf79404cd8, Yosys 0.63+post, stock flow scripts
make -C /OpenROAD-flow-scripts/flow DESIGN_CONFIG=/design/flow/config.mk WORK_HOME=/design/flow/orfs finish
==> impl_metrics.py <==
# Synthesis and PnR figures
metrics = {
    "power": {
        "vdd_drop_max_mv": 0.04451,
        "p_per_area_nw_per_um2": 138.3,
        "total_power_uw": 157.3,
        "leakagePower_uw": 0.0006723,
    },
    "min_path": {
        "min-delay-start": "A[27]",
        "hold_class": "input port to output pin",
        "hold_depth": 7,
        "hold_path_end": "Res",
    },
    "route": {
        "drtAntennaViolNets": 0,
        "wire_per_inst_um": 13.14,
        "drt-vias-per-instance": 3.596,
        "n_antenna_cell": 0,
        "vias": 561,
        "route.detailed.drc": 0,
        "drt_wl_total_um": 2050,
        "drtPass1Iterations": 2,
        "first_iter_violations": 1,
    },
    "worst_setup_path": {
        "crit_family": "buffers and inverters",
        "crit_path_cell_trace": "clkdlybuf4s50_1, xnor2_1, nand4_1, nor4_2, nand2_1, xnor2_1, buf_2",
        "cp.required_ns": 1.84,
        "max_stage_delay_ns": 0.47,
        "crit_path_end_kind": "output pin",
        "worst-path-buf-inv": 2,
        "cp.arrival_ns": 1.66,
        "start_kind": "input port",
        "critPathKind": "input port to output pin",
        "slowest_stage": "clkdlybuf4s50_1",
        "crit_path_max_fanout": 1,
        "cpMostUsedCell": "xnor2_1",
    },
    "sta": {
        "grt_setup_unrepaired": "false",
        "finalMaxSlewViolations": 0,
        "hold_viol": 0,
        "min_period_ns": 2.121,
        "finalSetupViolations": 0,
        "tightest_slew_ns": 0.2007,
        "fmax_mhz": 471.4,
        "hold_slack_ns": 1.440,
        "maxSlewHeadroom": 0.8652,
        "final.setup.worst_slack_ns": 0.1785,
        "min_period_over_period": 0.9224,
    },
    "cells_and_area": {
        "layout.area.seq_um2": 0,
        "nClkBuffers": 0,
        "fin_util": 0.3330,
        "layout-area-overhead-vs-synth_pct": 220.1,
        "final_cells": 156,
        "flop-count": 0,
        "drive_gt1_frac": 0.02727,
    },
    "placement": {
        "globalplace.congestion": 0.8175,
        "detailedPlace.worstSlack_ns": -0.5228,
        "dp_cells": 156,
        "io_buffers": 66,
    },
    "floorplanning": {
        "die-area_um2": 6400,
        "ios": 66,
        "fp_util": 0.1040,
        "die_x_um": 80,
        "rows": 21,
        "core_area_um2": 3416,
        "die-height_um": 80,
    },
    "synthesis": {
        "syn_area_um2": 355.3,
        "syn-mean-instance-area_um2": 8.076,
        "ys_warn_count": 1,
        "yosys.area.top_type": "xnor2_1",
        "top_cells_by_count": "xnor2_1 (33), nand4_1 (8), nor4_1 (2)",
        "most_common_cell": "xnor2_1",
        "ys_cells": 44,
        "netlist.area_leader.share": 0.8134,
        "synthTopCellsByArea": "xnor2_1 (81%), nand4_1 (14%), nor4_1 (3.5%)",
        "synth_cell_types": 4,
        "synthesis.instances": 44,
        "ys_area_um2": 355.3,
        "ys_seq_frac": 0,
    },
    "job": {
        "openroad.warnings": 32,
        "cap_violations": 0,
    },
    "grt": {
        "grt_overflow": 0,
        "grt_pass1_wl_um": 3029,
        "grt_pass1_vias": 656,
        "grt_max_degree": 2,
        "track_usage": 0.05772,
        "grt_antenna_before_repair": 0,
    },
    "outcome": {
        "status": "finished clean",
    },
    "clocking": {
        "holdBufCountCts": 0,
    },
}
-- final cells by class --
class,instances,area [µm²]
fill,353,2278
timing repair buffer,66,703.2
multi-input combinational,44,376.6
tap,46,57.56
-- power breakdown --
part	internal, µW	switching (µW)
Clock	0	0
Combinational	111	46.1
Sequential	0	0
-- worst max-delay path by stage --
| stage | startpoint | to | slack (ns) | depth (start not counted) |
|---|---|---|---|---|
| 5_1_grt | A[0] | Res | 0.007 | 7 |
| 4_1_cts | B[0] | Res | 0.0002 | 7 |
| 6_report | B[0] | Res | 0.18 | 7 |
-- metrics by stage --
step | area, µm² | setup TNS [ns]
after floorplan | 355.3 | 0
after global placement | 1074 | -0.5521
after detailed placement | 1074 | -0.5228
after CTS | 1042 | 0
after global routing | 1137 | 0
final | 1137 | 0
-- cell usage in the layout, fill, tap and decap left out, drive strengths merged --
master and n:
xnor2 33, nor4 2, clkdlybuf4s50 7, nand2 1, dlygate4sd2 26, buf 1
dlymetal6s2s 32, nand4 8
-- cells by family after synthesis --
kind of cell / count (synthesis) / share of synthesized area
xor+xnor: 33 / 0.8134
simple gates: 11 / 0.1866
-- metal layers --
layer | part of all wire | GRT usage | vias to the layer above
li1 | - | - | 284
met1 | 0.47 | 0.07251 | 218
met2 | 0.34 | 0.08427 | 59
met3 | 0.19 | 0.03977 | 0
met4 | 0 | 0 | 0
met5 | 0 | 0 | -
-- worst min-delay path, stage by stage --
cell            delay (ns)
dlymetal6s2s_1        0.09
xnor2_1               0.06
nand4_1               0.09
nor4_2                0.05
nand2_1               0.06
xnor2_1               0.05
buf_2                 0.11
-- what timing repair did --
item                       in CTS  in global routing
buffers inserted                0                  0
gates resized                  30                 34
pin swaps                      20                 23
setup endpoints to repair       1                  1
cloned                          0                  0
Power is estimated from default activity; no workload was simulated.
